<file path="flow/run.sh">
#!/bin/bash
# OpenROAD 26Q1-2900-gdf79404cd8, Yosys 0.63+post, stock flow scripts
make -C /OpenROAD-flow-scripts/flow DESIGN_CONFIG=/design/flow/config.mk WORK_HOME=/design/flow/orfs finish
</file>
<file path="flow/config.mk">
export PLATFORM = sky130hd
export DESIGN_NAME = ALU
export DESIGN_NICKNAME = ALU
export VERILOG_FILES = /design/flow/design.v
export SDC_FILE = /design/flow/constraint.sdc
export NUM_CORES = 4
export LEC_CHECK = 1
export CORE_UTILIZATION = 40
</file>
<file path="flow/constraint.sdc">
current_design ALU

set clk_period 11.6
set clk_io_pct 0.2

create_clock -name clk0 -period $clk_period

set non_clock_inputs [all_inputs -no_clocks]
set_input_delay [expr $clk_period * $clk_io_pct] -clock clk0 $non_clock_inputs
set_output_delay [expr $clk_period * $clk_io_pct] -clock clk0 [all_outputs]
</file>
<file path="flow/design.v">
`timescale 1ns / 1ps
module ALU(
    input [7:0] a,       
    input [7:0] b,       
    input [2:0] op,      
    output [7:0] x,      
    output [7:0] y       
    );
    assign {y,x} = (op==0) ? (a + b)       : (                         
                   (op==1) ? (a - b)       : (                         
                   (op==2) ? (a * b)       : (                         
                   (op==3) ? {7'b0,a,1'b0} : (                   
                   (op==4) ? {9'b0,a[7:1]} : 16'b0))));     
endmodule
</file>
==> results.txt <==
fresh numbers from the pnr run: flop count 0, sequential share of the synthesized area 0%, # DRC 0, largest net degree at the start of global routing 29, Critical Path Slowest Stage Cell clkdlybuf4s50_1, Main logic family adder cells, filler-free cell count of the finished design about 500, run status finished clean, vias in the first global route between 2k and 3k, num ports 35, die x size between 80 and 90 um, Antenna Nets Post-Route 0, Final Max Tran Viols 0, Final Cycle Share ~85%, Startpoint Class input pin, Hold Buf Count CTS 0, overall routed net length around 7500 um, Initial Utilization between 40% and 50%, Cell Type Count 52, Compound Share, Synth 21.4%, RSZ-0062 raised after global routing false, crit path capture type output port, Slew HR between 60% and 70%, synthesis area per yosys around 0.003 mm2, most frequent logic cell in the layout inv_1, layout cells sized above 1 ~2.7%, via count between 2k and 3k, cell row count 31, largest stage delay on the critical path about 0.56 ns, cts repair resizes 0, CP required 9.28 ns, Synth Area per Inst 7.93 um2, Tot Pwr approximately 0.33 mW, Fmax achieved around 100 MHz, power density cells around 95 mW/mm2, Post-Synthesis Cells 383, Fin Hold WS roughly 5.8 ns, most used cell, CP fa_1, Flop area 0 um2, Simple Share, Synth between 15 and 20%, OpenROAD warnings approximately 40, DRT iter0 DRCs 151, post-DR wirelength/cell around 15 um, maximum VDD drop just under 0.09 mV, placed insts approximately 500, Area Growth Syn to Fin 14.9%, Post-CTS Repair Setup Buffers 0, Die H roughly 89 um, CLK BUF 0, yosys stat cell total approximately 380, leakage power about 1.7 nW, Die ar. between 0.007 and 0.008 mm2, min Tclk post-route approximately 10 ns, 1st-pass router iterations 4, number of synthesis warnings 0, endpoints failing setup 0, CP Cell Sequence clkdlybuf4s50_1 -> inv_1 -> nor2_1 -> fa_1 -> fa_1 -> inv_1 -> fa_1 -> fa_1 -> inv_1 -> ha_1 -> nand2_1 -> o31ai_2 -> o2111ai_1 -> a31oi_1 -> nor3_1 -> o31ai_1 -> clkdlybuf4s50_1, WS Path Type input pin to output port, Post-Syn Area just over 0.003 mm2, Adder Area Share 46.5%, Fin. Hold Viols 0, gp weighted congestion about 0.87, Via-to-Cell Ratio around 5.3, setup TNS 0 ns, WP data arrival around 7.6 ns, Worst Path Max Fanout 7, Max Cap Viol 0, total track usage ~22%, HP Class input pin to output port, first-pass GRT wire length around 13,000 um, Worst-Margin Slew between 0.5 and 0.6 ns, pre-CTS setup slack approximately 1.7 ns, post-detailed-placement half-perimeter wirelength between 6000 and 7000 um, Port Buffers 35, Placeable Area ~0.0073 mm2, final worst-path setup slack between 1.5 and 2 ns, Inserted Diodes 0, initial antenna violation count 0, total grt overflow 0, Mux area share less than 1%, xor+xnor area frac around 2.3%, most frequent cells in the layout 65 x inv_1, 52 x ha_1, 38 x fa_1
-- layer usage --
metal  track usage, %  wire (um)
met3             1.69        362
met4            0.866         22
met1             33.9       3580
met2             35.3       3580
met5                0          0
-- where the power goes --
| part | internal (mW) | leakage, nW | switching, mW | total (mW) |
|---|---|---|---|---|
| sequential | 0 | 0 | 0 | 0 |
| combinational | 0.153 | 1.68 | 0.177 | 0.330 |
| clock | 0 | 0 | 0 | 0 |
-- area by class of cell --
| class | count | area [um2] |
|---|---|---|
| fill | 746 | 3800 |
| inverter | 69 | 259 |
| multi-input combinational | 308 | 2750 |
| tap | 99 | 124 |
| timing repair buffer | 36 | 358 |
-- final timing paths --
kind	from	cells past startpoint	endpoint
setup / recovery	a[1]	17	y[6]
hold / removal	a[1]	4	x[0]
-- critical path, delay by kind of cell --
kind | cells | cell delay, ns
and+or+nand+nor | 3 | 0.28
AOI/OAI and AO/OA | 4 | 1.09
adders and majority gates | 5 | 2.40
buffers and inverters | 5 | 1.50
-- through the flow --
stage / area, um2 / util [%]
global route: 3490 / 47.9
CTS: 3490 / 47.9
global placement: 3490 / 47.9
detailed placement: 3490 / 47.9
finish: 3490 / 47.9
floorplan: 3040 / -
-- cells by family (layout without fill, tap and decap cells) --
group / Yosys count / count (layout)
simple gates: 116 / 116
mux: 2 / 2
buf+inv: 75 / 105
xor+xnor: 8 / 8
fa+ha+maj: 90 / 90
compound gates: 92 / 92
-- synth_stat cells, types with 2 or more instances --
cell | count | area [um2]
inv_1 | 65 | 244
ha_1 | 52 | 651
fa_1 | 38 | 761
and2_1 | 36 | 225
nor2_1 | 26 | 97.6
nand2_1 | 23 | 86.3
a21oi_1 | 18 | 90.1
o21ai_0 | 12 | 60.1
o21ai_1 | 8 | 40.0
nor3_1 | 7 | 35.0
xnor2_1 | 7 | 61.3
nand2b_1 | 6 | 37.5
nor2b_1 | 6 | 37.5
o21a_1 | 6 | 45.0
a22oi_1 | 5 | 37.5
a31oi_1 | 4 | 25.0
and3_1 | 4 | 25.0
inv_2 | 4 | 15.0
o21bai_1 | 4 | 30.0
a21o_1 | 3 | 22.5
a311oi_1 | 3 | 26.3
buf_2 | 3 | 15.0
nand3_1 | 3 | 15.0
o31ai_1 | 3 | 22.5
o41ai_1 | 3 | 26.3
a222oi_1 | 2 | 20.0
a22o_1 | 2 | 17.5
clkbuf_1 | 2 | 7.51
o22ai_1 | 2 | 12.5
o311ai_1 | 2 | 17.5
o31a_1 | 2 | 17.5
or3_1 | 2 | 12.5
Power and IR drop assume default switching activity.
