## flow/config.mk

```make
export PLATFORM = sky130hd
export DESIGN_NAME = shiftReg4_top
export DESIGN_NICKNAME = shiftReg4_top
export VERILOG_FILES = /design/flow/design.v
export SDC_FILE = /design/flow/constraint.sdc
export NUM_CORES = 4
export LEC_CHECK = 1
export CORE_AREA = 10 10 105 105
export DIE_AREA = 0 0 115 115
```

## flow/constraint.sdc

```tcl
current_design shiftReg4_top

set clk_period 4.9
set clk_io_pct 0.2

create_clock -name clk0 -period $clk_period [get_ports {clk}]

set non_clock_inputs [all_inputs -no_clocks]
set_input_delay [expr $clk_period * $clk_io_pct] -clock clk0 $non_clock_inputs
set_output_delay [expr $clk_period * $clk_io_pct] -clock clk0 [all_outputs]
```

## flow/design.v

```verilog
`timescale 1ns / 1ps
module shiftReg4(
    input d_in,
    input clk,
    output [3:0] q
    );
    reg [3:0] d;
    assign q = d;
    initial 
    begin
        d = 4'b0000;
    end
    always @ (posedge clk)
    begin
        d <= {d_in , d[3:1]};
    end
endmodule
`timescale 1ns / 1ps
module shiftReg4_top(
    input               clk,
    input       [0:0]   sw,
    output      [3:0]  led
    );
        reg [27:0] pClk;
       initial
            begin
                pClk = 27'd0;
            end
            always@(posedge clk)
            begin
                pClk = pClk + 27'h1;
                if(pClk == 27'd100000000)
                    pClk = 27'd0;
            end
        shiftReg4 sr4(.d_in(sw[0]),.clk((pClk==27'b0)),.q(led[3:0]));
endmodule
```

## flow/run.sh

```bash
#!/bin/bash
# OpenROAD 26Q1-2900-gdf79404cd8, Yosys 0.63+post, stock flow scripts
make -C /OpenROAD-flow-scripts/flow DESIGN_CONFIG=/design/flow/config.mk WORK_HOME=/design/flow/orfs finish
```

==> impl_metrics.ini <==
; implementation run metrics
[synthesis]
flop_cell = dfxtp_1
synthTopCellsByArea = dfxtp_1 36%, xnor2_1 5.9%, xor2_1 5.4%
syn_inst = 198
top_area_share_pct = 35.8
synth_cell_types = 46
yosys.area.top_type = dfxtp_1
synth-edff-count = 0
avgSynthCellArea_sq_um = 9.05
yosys_warnings = 2
ys_seq_share_pct = 35.8
ys_area_sq_um = 1790
ys_ff = 32
synth_area_sq_um = 1790
yosys_cells = 198
synthArstFlopShare_pct = 0

[timing]
untimed_endpoints = 8
setup_viol = 0
finalMaxSlewViolations = 0
rsz0062_at_grt = no
holdWs_ns = 0.512
finalHoldViolations = 0
worst_slack_ns = 1.59
max_freq_mhz = 303
finalCriticalPeriod_ns = 3.31
relSlewSlack_pct = 44.0
finalCritPeriodShare_pct = 67.5
finalClockSkew_ns = 0.00351
setup_tns_ns = 0
unclocked_pins = 4
worst_pin_slew_ns = 0.839

[die]
coreArea_sq_um = 8760
die_h_microns = 115
die_x_microns = 115
io_pins = 6
dieArea_sq_um = 13200
initial_core_util_pct = 20.4
std_cell_rows = 34

[cells_and_area]
final_area_sq_um = 1910
fill_cells = 968
drive_gt1_share_pct = 8.38
sequential_cell_area_sq_um = 641
combGateArea_sq_um = 1020
layout_top_cell = dfxtp_1
area_growth_syn_to_layout_pct = 6.63
final_cell_mix = 32 x dfxtp_1, 12 x nand3_1, 12 x nor3_1, 12 x nand4_1, 12 x xnor2_1

[placement]
gp_congestion = 0.918
dpl.hpwl_microns = 2710
dpl_cell_area_sq_um = 1870
io_buffer_count = 5
place_ws_ns = 1.61

[cts]
root_buffer = clkbuf_8
hold_buffers = 0
cts-resized-gates = 0
cts_made_buffers = 3
cts-htree-levels = 1
clock_latency_ns = 0.27
cts_tree = yes
cts.path.max_buffers = 2
path_clk_slew_ns = 0.09
cts_setup_buffers = 0

[setup_path]
crit_fanout = 13
arrival_ns = 3.43
reg2regPathDepth = 7
path_class = reg -> reg
rrSetupSlack_ns = 1.59
required_ns = 5.02
crit_path_end_kind = register
cp-startpoint = pClk[0]
critical_path.endpoint = pClk[1]
crit-reg2reg-launch = pClk[0]
critPathLaunchType = register
r2r-end = pClk[1]

[routing]
via_count = 1385
antenna_left = 0
n_antenna_cell = 0
routed_wl_microns = 3700
viasPerCell = 4.63
drt_iter0_markers = 97
first_pass_iters = 4
route.detailed.drc = 0
wl_per_cell_microns = 12.4

[power_and_ir_drop]
peakVddDrop_uv = 90.8
p_total_mw = 0.352
p_leak_nw = 0.633
p_per_area_nw_per_um2 = 184

[global_routing]
grt_max_degree = 15
grt_pass1_wl_microns = 6200
gr-total-overflow = 0
antenna_found_initial = 0
grt_pass1_vias = 1251
track_usage_pct = 5.49

[run]
drv_cap = 0
warnings = 26

[min_path]
hold_class = reg -> reg

[status]
status = complete, no violations
-- flip-flops by register name, summed over array words and instances, names as in the netlist --
signal	count
sr4.d	4
pClk	28
-- metrics by stage --
stage | cells | utilization (%)
floorplan | 198 | -
global placement | 296 | 21.3
detailed placement | 296 | 21.3
CTS | 299 | 21.8
global route | 299 | 21.8
finish | 299 | 21.8
-- cell usage after synthesis, types with 2 or more instances --
master and n:
nor4_1 10, buf_2 4, xor2_1 11, a21oi_1 10
or3_1 3, nor4_4 2, nand3_1 12, nor3_1 12
or2_2 2, xnor2_1 12, ha_1 2, nand3b_1 2
nand2_1 6, a21boi_0 6, nor3b_1 3, buf_6 2
inv_1 7, dfxtp_1 32, nor2_1 11, buf_4 8
a2111oi_0 2, nand4_1 12, and3_1 4
-- layer usage --
| metal | routed length, microns | global-route usage (%) | share of wire (%) |
|---|---|---|---|
| met2 | 1550 | 7.77 | 42 |
| met3 | 264 | 1.42 | 7.1 |
| met5 | 0 | 0 | 0 |
| met4 | 19 | 0.413 | 0.51 |
| met1 | 1870 | 8.50 | 51 |
-- worst min-delay path by stage --
stage | end | depth (start not counted) | slack [ns] | startpoint
CTS | pClk[27] | 1 | 0.51 | pClk[27]
global route | pClk[27] | 1 | 0.53 | pClk[27]
finish | pClk[27] | 1 | 0.51 | pClk[27]
-- power by group --
group	internal [mW]	switching (mW)	total [mW]
combinational	0.000678	0.0000657	0.000744
sequential	0.227	0	0.227
clock	0.0552	0.0689	0.124
-- worst max-delay path, cell delays in order, from the launching register on --
cell	delay (ns)
dfxtp_1	0.49
ha_1	0.39
nand4_1	0.15
nor4_1	0.70
nor3b_1	0.35
o32ai_1	0.13
a211oi_2	0.74
a21boi_0	0.19
-- cell type report --
class                   count  area share (%)
flip-flops and latches     32            33.5
inverters                   7            1.38
repair buffers              5            2.62
multi-input cells         144            53.2
well taps                 108            7.07
clock buffers               3            2.16
-- kinds of logic (layout without fill, tap and decap cells) --
| kind of cell | count (synthesis) | after routing | synth area share [%] |
|---|---|---|---|
| XOR/XNOR | 23 | 23 | 11.2 |
| adder cells (fa/ha/maj) | 2 | 2 | 1.40 |
| buffers and inverters | 22 | 15 | 7.47 |
| AND/OR/NAND/NOR | 88 | 88 | 31.8 |
| AND-OR/OR-AND | 30 | 30 | 11.8 |
| multiplexers | 1 | 1 | 0.559 |
| flip-flops | 32 | 32 | 35.8 |
Power is estimated from default activity; no workload was simulated.
