==> /design/flow/design.v <==
`timescale 1ns / 1ps
module digitalClk(
    input clk,       
    input reset,
    output reg [7:0] hh,
    output reg [7:0] mm,
    output reg [7:0] ss
    );
    initial
    begin
        hh = 0;
        mm = 0;
        ss = 0;
    end
    always@(posedge clk)
    begin
        if(reset == 1)
        begin
            hh = 0;
            mm = 0;
            ss = 0;
        end
        else
        begin
            ss[3:0] = ss[3:0] + 4'h1;
            if(ss[3:0] == 4'ha)
            begin
                ss[3:0] = 4'h0;
                ss[7:4] = ss[7:4] + 4'h1;
            end
            if(ss == 8'h60)
            begin
                ss =8'h00;
                mm[3:0] = mm[3:0] + 4'h1;
                if(mm[3:0] == 4'ha)
                begin
                    mm[3:0] = 4'h0;
                    mm[7:4] = mm[7:4] + 4'h1;
                end
                if(mm == 8'h60)
                begin
                    mm = 8'h00;
                    hh[3:0] = hh[3:0] + 4'h1;
                    if(hh[3:0] == 4'ha)
                    begin
                        hh[3:0] = 4'h0;
                        hh[7:4] = hh[7:4] + 4'h1;
                    end
                    if(hh == 8'h24)
                    begin
                        hh = 8'h00;
                        mm = 8'h00;
                        ss = 8'h00;
                    end
                end
            end
        end
    end
endmodule
==> /design/flow/run.sh <==
#!/bin/bash
# OpenROAD 26Q1-2900-gdf79404cd8, Yosys 0.63+post, stock flow scripts
make -C /OpenROAD-flow-scripts/flow DESIGN_CONFIG=/design/flow/config.mk WORK_HOME=/design/flow/orfs finish
==> /design/flow/config.mk <==
export PLATFORM = sky130hd
export DESIGN_NAME = digitalClk
export DESIGN_NICKNAME = digitalClk
export VERILOG_FILES = /design/flow/design.v
export SDC_FILE = /design/flow/constraint.sdc
export NUM_CORES = 4
export LEC_CHECK = 1
export CORE_AREA = 10 10 99 99
export DIE_AREA = 0 0 109 109
==> /design/flow/constraint.sdc <==
current_design digitalClk

set clk_period 6.7
set clk_io_pct 0.2

create_clock -name clk0 -period $clk_period [get_ports {clk}]

set non_clock_inputs [all_inputs -no_clocks]
set_input_delay [expr $clk_period * $clk_io_pct] -clock clk0 $non_clock_inputs
set_output_delay [expr $clk_period * $clk_io_pct] -clock clk0 [all_outputs]
==> reports/summary.txt <==
WS Path Type = reg2reg
max_cap viols = 0
# DRC = 0
final antenna-violating net count = 0
row count = 32
layout cells sized above 1 = 6.90%
hold buffer count at CTS = 0
crit share post-route = 43.9%
Clock Path Buffers = 2
Top area cell types = dfxtp_1 (27%), ha_1 (6.3%), a21oi_1 (3.7%)
P_leak = 0.678 nW
Starting DRT DRC Count = 157
min cycle time layout = 2.94 ns
status = completed
gr ovfl total = 0
IO Pins = 26
final clock skew = 0.00539 ns
RePlAce Congestion = 0.822
ys cells = 214
first drt pass iteration count = 5
RSZ-0062 raised after global routing = no
Yosys reg bits = 24
worst reg2reg path startpoint = mm[0]
Die Wd = 109 µm
main flop type = dfxtp_1
worst hold path depth = 2
Worst Min Path Start = hh[2]
crit start category = flip-flop
initial core utilization = 23.1%
DP Cell Count = 330
core area = 0.00773 mm²
cell count after synthesis = 214
WP data required = 6.88 ns
number of port buffers = 25
WL/cell = 13.2 µm
Worst Hold End = hh[2]
Final Non-Filler Cells = 334
hold_ws = 0.557 ns
Fin. Hold Viols = 0
Vias per Instance = 5.01
Num CTS Buffers = 3
root buf cell = clkbuf_8
fraction of registers with async set/reset = 0%
number of enable flip-flop cells = 0
# diodes = 0
via count = 1674
largest net degree at the start of global routing = 31
Mean Syn Cell Area = 8.33 µm²
CTS tree = built
Area leader share = 27.0%
number of H-tree levels = 1
internal reg-to-reg setup slack = 3.76 ns
max-slew violation count = 0
cell with the most instances after synthesis = dfxtp_1
clock latency at the later pin of the worst-skew pair = 0.27 ns
crit path DAT = 3.12 ns
headroom to the max-slew limit = 58.1%
initial antenna violation count = 0
reg2reg end = hh[3]
Reg clk slew, reported paths = 0.09 ns
Log Warnings = 28
setup bufs post-CTS = 0
clock sinks = 24
Reg2Reg Depth = 6
first-pass GRT wire length = 7480 µm
Post-synth top cells = dfxtp_1 (24), nor2_1 (15), a21oi_1 (13)
number of distinct library cells after synthesis = 62
worst vdd ir = 0.0633 mV
worst-margin pin slew = 0.628 ns
count of final setup violators = 0
Achievable Freq = 340 MHz
CP Max Fanout = 12
CP endpoint kind = flip-flop
Tightest Hold Check Type = reg2reg
Resized cells post-CTS = 0
Yosys Chip Area = 0.00178 mm²
Synth Seq Share = 27.0%
Setup TNS Final = 0 ns
pwr dens = 124 mW/mm²
die height = 109 µm
detailed placement HPWL = 3100 µm
most area-hungry cell type in the Yosys netlist = dfxtp_1
gr usage total = 7.40%
chip footprint = 0.0119 mm²
routed wire length = 4400 µm
Mapped Area = 0.00178 mm²
Synth Warn # = 1
vias in the first global route = 1521
Layout area overhead = 19.8%
## flip-flops by register name, indices dropped and copies added, names as in the netlist
signal / count
hh: 8
ss: 8
mm: 8
## critical path, cell delays in order, from the launching register on
cell and delay (ns):
dfxtp_1 0.51, ha_1 0.35, and3b_4 0.25, or4b_4 0.51, a221o_1 0.47, or4_1 0.55, o32ai_1 0.21
## final cells by class
class / count / area (µm²)
fill: 819 / 5590
clock buffer: 4 / 55.1
sequential: 24 / 480
tap: 102 / 128
timing repair buffer: 27 / 265
multi-input combinational: 167 / 1170
inverter: 10 / 37.5
## where the power goes
part | internal (mW) | leakage [nW] | switching (mW)
clock | 0.0525 | 0.0288 | 0.0479
sequential | 0.144 | 0.194 | 0.00369
combinational | 0.00761 | 0.456 | 0.00925
## cells by family after synthesis
family	after synthesis	synth area share [%]
AND/OR/NAND/NOR	90	29.6
buffers and inverters	23	7.44
adder cells (fa/ha/maj)	9	6.32
multiplexers	4	2.53
flip-flops	24	27.0
AND-OR/OR-AND	58	24.2
XOR/XNOR	6	2.95
## per-layer routing
metal / track usage [%] / up-vias / part of all wire [%]
met5: 0 / - / 0
met1: 10.8 / 777 / 52
met3: 2.57 / 4 / 7.4
met4: 0.753 / 0 / 0.86
met2: 10.6 / 30 / 40
li1: - / 863 / -
## worst max-delay path by stage
stage,startpoint,end,slack (ns),cells past startpoint
CTS,mm[0],hh[3],3.77,6
global route,mm[0],hh[3],3.57,6
finish,mm[0],hh[3],3.76,6
## metrics by stage
step	util [%]	area (µm²)	worst slack (ns)	power [mW]
final	27.6	2130	3.76	0.265
after global routing	27.6	2130	3.57	0.278
after CTS	27.6	2130	3.77	0.269
after detailed placement	26.9	2080	3.76	0.168
after global placement	26.9	2080	3.83	0.168
after floorplan	-	1780	4.07	0.161
## cell usage in the layout, fill, tap and decap left out, types with 2 or more instances in the layout
cell type	n
a211oi_1	2
a21boi_1	2
a21oi_1	13
a221oi_1	2
a311oi_1	2
a31o_1	2
and2_1	2
and3_1	2
and3b_1	2
buf_4	2
clkbuf_8	4
clkdlybuf4s50_1	25
dfxtp_1	24
ha_1	9
inv_1	10
mux2_1	4
nand2_1	12
nand2b_1	5
nand3_1	9
nand4_1	8
nor2_1	15
nor2b_1	6
nor3_1	6
nor4_1	6
nor4b_1	3
o211ai_1	6
o21ai_0	6
o22ai_1	2
o31ai_1	3
o32ai_1	2
or4_1	5
xnor2_1	3
xor2_1	3
Power figures rest on the tool's default switching activity, not on a simulated workload.
